==> design.v <==
module hex_to_7 (in, out);
	input logic [3:0] in;
	output logic [6:0] out;
	always_comb begin
		case (in)
			4'b0000: out = 7'b1000000;
			4'b0001: out = 7'b1111001;
			4'b0010: out = 7'b0100100;
			4'b0011: out = 7'b0110000;
			4'b0100: out = 7'b0011001;
			4'b0101: out = 7'b0010010;
			4'b0110: out = 7'b0000010;
			4'b0111: out = 7'b1111000;
			4'b1000: out = 7'b0000000;
			4'b1001: out = 7'b0010000;
			4'b1010: out = 7'b0001000;
			4'b1011: out = 7'b0000011;
			4'b1100: out = 7'b1000110;
			4'b1101: out = 7'b0100001;
			4'b1110: out = 7'b0000110;
			4'b1111: out = 7'b0001110;
			default: out = 7'bX;
		endcase
	end
endmodule
module hex_to_7_testbench();
	logic [3:0] in;
	logic [6:0] out;
	hex_to_7 dut (.in, .out);
	integer i;
	initial begin
		for (i = 0; i < 2**4; i++) begin
			in = i; #50;
		end
	end
endmodule
==> run.sh <==
#!/bin/bash
# OpenROAD 26Q1-2900-gdf79404cd8, Yosys 0.63+post, stock flow scripts
make -C /OpenROAD-flow-scripts/flow DESIGN_CONFIG=/design/flow/config.mk WORK_HOME=/design/flow/orfs finish
==> config.mk <==
export PLATFORM = sky130hd
export DESIGN_NAME = hex_to_7
export DESIGN_NICKNAME = hex_to_7
export VERILOG_FILES = /design/flow/design.v
export SDC_FILE = /design/flow/constraint.sdc
export NUM_CORES = 4
export LEC_CHECK = 1
export CORE_AREA = 10 10 70 70
export DIE_AREA = 0 0 80 80
==> constraint.sdc <==
current_design hex_to_7

set clk_period 1.2
set clk_io_pct 0.2

create_clock -name clk0 -period $clk_period

set non_clock_inputs [all_inputs -no_clocks]
set_input_delay [expr $clk_period * $clk_io_pct] -clock clk0 $non_clock_inputs
set_output_delay [expr $clk_period * $clk_io_pct] -clock clk0 [all_outputs]
==> commit_impl_results.txt <==
Refresh implementation metrics

- The initial antenna violation count was 0.
- Req. time, crit path: 0.96 ns
* Number of setup violations in the final report: 7
* Top library cells by usage in the layout, fill and taps aside: 9 x buf_2, 8 x buf_4, 6 x ha_4, 6 x buf_6
* Final tally of max-slew violations: 0
- The final route contains 320 vias.
- Last weighted congestion value of the routability-driven placer: 0.848
* GRT Residual Overflow: 0
* Area enclosed by the die boundary: 6400 um^2
* Filler cell count in the final layout: 382
- Relative max-transition margin: 89.5%
- Among logic cells in the layout, the one with the most instances is buf_2.
- Hold-check failures listed in the final report amount to 0.
- TritonRoute pass-1 iters: 3
- Tool warnings: 41
- The synthesized design devotes to its leading area cell type 31.8% of total area.
- Per the log, the first TritonRoute iteration ended with a DRC count of 2.
* Floorplan-stage core utilization: 8.06%
- Count of hold-fix buffers inserted at cts: 0
* Dpl hpwl: 711 um
- The synthesized netlist contains 15 unique library cells.
* Area overhead of the layout relative to synthesis: 136%
- The worst path in the final design needs a cycle of 1.50 ns, including I/O delays and setup.
- Setup ws final: -0.299 ns
- Per the detail_route report, vias per standard cell equal 3.14.
- Checking hold timing, the worst path is listed with class in2out.
- Sequential fraction of the synthesis area: 0%
- The count of buffers added on input and output ports is 11.
* Outcome: finished, violations left
- Post-Synthesis Cell Area: 275 um^2
* Worst setup path class: in2out
- In the post-route report, total wirelength is listed as 967 um.
* Standard-cell rows: 21
* Share of cells above drive strength 1: 76.8%
- Crit start category: input port
- Post-synth area from yosys stat: 275 um^2
* Accumulated negative setup slack: -1.27 ns
- Final worst-path cycle share: 125%
* Endpoint type of the worst setup path: output pin
- Maximum number of pins on one net before global-route repair: 8
- Vias in the first global route: 377
- Avg Synthesized Cell Area: 8.60 um^2
* Hold slack: 0.922 ns
- Number of max-cap violations: 0
* Power density over cell area: 313 nW/um^2
* Placeable core region: 3420 um^2
* Startpoint of the worst hold path: in[3]
- The vertical die dimension reported for this design is 80 um.
* Fmax: 667 MHz
- Global Route Usage Sum: 3.31%
- Post-layout power: 0.203 mW
- Synth area leader: ha_1
- Drt wl/cell: 9.48 um
* Terminating pin of the worst hold path: out[3]
- Warnings reported by Yosys during synthesis add up to 1.
* Number of standard cells after synthesis: 32
- Nets still carrying antenna violations after routing amount to 0.
- First-pass GRT wire length: 1770 um
- The routed layout reports a DRC error count of 0.
- The horizontal die dimension reported for this design is 80 um.
* Hold Path Stages: 3
* Data arrival time of the critical path: 1.26 ns
- Per the Yosys statistics, synthesis produced 32 cells.
- According to the I/O placement log, the pin count is 11.
* Slew at the pin with the worst max-slew slack: 0.152 ns
- The final reports fail on negative setup slack.
- STA lists the maximum fanout along the critical path as 5.
- Cell types with the largest area share after synthesis: ha_1 32%, mux2i_1 15%, mux4_1 9.5%, nor2_1 6.8%, a22o_1 6.4%
- LEAKAGE: 0.285 nW
* Storage element area: 0 um^2
* Antenna fix cells: 0
* Total of clock buffers placed in the layout: 0
- Setup repair after global routing could not meet its margin everywhere.
- The final layout contains a sequential cell count of 0.
- Worst-case vdd ir drop: 96.4 uV
## per-layer routing
metal / part of all wire, % / track usage [%] / up-vias
li1: - / - / 160
met4: 2.0 / 0.528 / 0
met3: 1.7 / 0.341 / 2
met2: 58 / 6.90 / 4
met1: 38 / 3.37 / 154
met5: 0 / 0 / -
## power by group
part           internal (mW)  switching (mW)
Clock                      0               0
Sequential                 0               0
Combinational          0.121          0.0819
Total                  0.121          0.0819
## per-stage QoR
stage	setup WS [ns]	utilization [%]	instance area, um^2	cells
3_5_place_dp	-1.24	15.7	537	96
6_report	-0.299	19.0	649	102
3_3_place_gp	-1.23	15.7	537	96
2_1_floorplan	-0.0168	-	318	32
5_1_grt	-0.376	19.0	649	102
4_1_cts	-0.309	18.7	639	102
## synthesized netlist by cell type
master / n
a32o_1: 1
buf_6: 1
nand2_1: 1
mux2i_1: 4
inv_1: 3
or3b_1: 1
buf_2: 1
mux4_1: 1
a22o_1: 2
a21oi_1: 1
o21ai_0: 2
nor2_1: 5
ha_1: 7
and2b_2: 1
mux2_2: 1
## timing repair
item | CTS | global route
gates cloned | 1 | 0
endpoints found under the setup margin | 7 | 7
gates resized | 65 | 3
setup buffers | 5 | 0
pin swaps | 9 | 5
## how the worst max path moves through the flow
stage	from	endpoint	slack (ns)	cells after the start
after global routing	in[1]	out[0]	-0.38	7
final	in[1]	out[0]	-0.30	7
after CTS	in[1]	out[0]	-0.31	7
## logic make-up (layout without fill, tap and decap cells)
group	Yosys count	after routing	share of synthesized area (%)
muxes	6	6	28.2
adders and majority gates	7	7	31.8
buffers and inverters	5	29	10.0
and+or+nand+nor	8	8	14.5
AOI/OAI and AO/OA	6	6	15.5
## layout make-up
type / instances / area (um^2) / area share [%]
inverter: 3 / 31.3 / 4.82
timing repair buffer: 26 / 221 / 34.1
multi-input combinational: 27 / 339 / 52.2
tap: 46 / 57.6 / 8.86
## worst max-delay path: stages
cell and delay [ns]:
buf_12 0.11, inv_12 0.05, ha_4 0.11, and2b_2 0.21, or3b_1 0.34, o21ai_1 0.08
buf_2 0.11
No activity file was given, so power comes from the tool's default toggle rates.
